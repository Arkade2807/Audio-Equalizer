File: config.mk
export PLATFORM = sky130hd
export DESIGN_NAME = UART
export DESIGN_NICKNAME = UART
export VERILOG_FILES = /design/flow/design.v
export SDC_FILE = /design/flow/constraint.sdc
export NUM_CORES = 4
export LEC_CHECK = 1
export CORE_UTILIZATION = 40
File: constraint.sdc
current_design UART

set clk_period 5.3
set clk_io_pct 0.2

create_clock -name clk0 -period $clk_period [get_ports {clk}]

set non_clock_inputs [all_inputs -no_clocks]
set_input_delay [expr $clk_period * $clk_io_pct] -clock clk0 $non_clock_inputs
set_output_delay [expr $clk_period * $clk_io_pct] -clock clk0 [all_outputs]
File: design.v
module UART(clk,rst_n,RX,TX,rx_rdy,clr_rx_rdy,rx_data,trmt,tx_data,tx_done);
input clk,rst_n;
input RX,trmt;
input clr_rx_rdy;
input [7:0] tx_data;
output TX,rx_rdy,tx_done;
output [7:0] rx_data;
typedef enum reg {IDLE, RX_STATE} state_t;
state_t state, nxt_state;
reg [8:0] A001;
reg [3:0] A002;
reg [8:0] A003;
reg A004;
reg B001, B002;
reg A005,A006;
reg [8:0] A007;
reg [3:0] A008;
reg [8:0] A009;
reg tx_done;
reg A010, A011;
wire A012;
wire A013;
logic A014, A015, A016;
localparam IDLE_tx = 1'b0;
localparam TX_STATE = 1'b1;
always @(posedge clk or negedge rst_n)
  if (!rst_n)
    A005 <= IDLE_tx;
  else
    A005 <= A006;
always @(posedge clk or negedge rst_n)
  if (!rst_n)
    A008 <= 4'b0000;
  else if (A010)
    A008 <= 4'b0000;
  else if (A012)
    A008 <= A008+1;
always @(posedge clk or negedge rst_n)
  if (!rst_n)
    A009 <= 434;
  else if (A010 || A012)
    A009 <= 434;
  else if (A011)
    A009 <= A009-1;
always @(posedge clk or negedge rst_n)
  if (!rst_n)
    A007 <= 9'h1FF;
  else if (A010)
    A007 <= {tx_data,1'b0};
  else if (A012)
    A007 <= {1'b1,A007[8:1]};
always @(posedge clk or negedge rst_n)
  if (!rst_n)
    tx_done <= 1'b0;
  else if (trmt)
    tx_done <= 1'b0;
  else if (A008==4'b1010)
    tx_done <= 1'b1;
always @(*)
  begin
    A010         = 0;
    A011 = 0;
    A006    = IDLE_tx;
    case (A005)
      IDLE_tx : begin
        if (trmt)
          begin
            A006 = TX_STATE;
            A010 = 1;
          end
        else A006 = IDLE_tx;
      end
      default : begin
        if (A008==4'b1010)
          A006 = IDLE_tx;
        else
          A006 = TX_STATE;
        A011 = 1;
      end
    endcase
  end
assign A012 = ~|A009;
assign TX = A007[0];
always_ff @(posedge clk or negedge rst_n)
  if (!rst_n)
    state <= IDLE;
  else
    state <= nxt_state;
always_ff @(posedge clk or negedge rst_n)
  if (!rst_n)
    A002 <= 4'b0000;
  else if (A014)
    A002 <= 4'b0000;
  else if (A013)
    A002 <= A002+1;
always_ff @(posedge clk or negedge rst_n)
  if (!rst_n)
    A003 <= 217;
  else if (A014)
    A003 <= 217;
  else if (A013)
    A003 <= 434;
  else if (A016)
    A003 <= A003-1;
always_ff @(posedge clk)
  if (A013)
    A001 <= {B002,A001[8:1]};
always @(posedge clk or negedge rst_n)
  if (!rst_n)
    A004 <= 1'b0;
  else if (A014 || clr_rx_rdy)
    A004 <= 1'b0;
  else if (A015)
    A004 <= 1'b1;
	assign rx_rdy = A004;
always_ff @(posedge clk or negedge rst_n)
  if (!rst_n)
    begin
      B001 <= 1'b1;
      B002 <= 1'b1;
    end
  else
    begin
      B001 <= RX;
      B002 <= B001;
    end
always_comb
  begin
    A014         = 0;
    A015    	  = 0;
    A016     = 0;
    nxt_state     = IDLE;
    case (state)
      IDLE : begin
        if (!B002)
          begin
            nxt_state = RX_STATE;
            A014 = 1;
          end
        else nxt_state = IDLE;
      end
      default : begin
        if (A002==4'b1010)
          begin
            A015 = 1;
            nxt_state = IDLE;
          end
        else
          nxt_state = RX_STATE;
        A016 = 1;
      end
    endcase
  end
assign A013 = ~|A003;
assign rx_data = A001[7:0];
endmodule
File: run.sh
#!/bin/bash
# OpenROAD 26Q1-2900-gdf79404cd8, Yosys 0.63+post, stock flow scripts
make -C /OpenROAD-flow-scripts/flow DESIGN_CONFIG=/design/flow/config.mk WORK_HOME=/design/flow/orfs finish
==> impl_metrics.tcl <==
# collected from the flow reports
set metrics [dict create \
    status "finished clean" \
    cp_max_fo 2 \
    finalSetupViolCount 0 \
    switchingPower_mw 0.281 \
    power-per-cell-area_nw_per_um2 362 \
    placement.cell_area_um2 2650 \
    floorplan.die.width_um 79.8 \
    synth-area-yosys_um2 2420 \
    final.setup.tns_ns 0 \
    leakage_nw 1.14 \
    yosys-stat-cells 241 \
    first_pass_iters 4 \
    via_per_inst 5.24 \
    cts_setup_buffers 0 \
    cp.required_ns 4.24 \
    worstSkewPairLatency_ns 0.31 \
    synth.cell_area_um2 2420 \
    utilization_pct 48.7 \
    grt_use_total_pct 14.8 \
    cts_hold_repair.buffers 0 \
    crit_path_top_delay_cell "dfstp_2" \
    cts_made_buffers 5 \
    pwr-share-seq_pct 54.5 \
    async_s_r_ff_share_synth_pct 82.0 \
    drt-total-wl_um 4320 \
    synth_cells 241 \
    fmaxAchievable_mhz 423 \
    most_frequent_cells_in_the_layout "33 x nand2_1, 30 x nor2_1, 22 x clkdlybuf4s50_1" \
    seq_cells_post_synth 50 \
    timing.hold.worst.class "register to register" \
    cp_slowest_stage_delay_ns 0.54 \
    chipArea_um2 6360 \
    grt_first_pass_wirelength_um 7220 \
    yosys.area.top_type "dfstp_2" \
    p_int_mw 0.719 \
    place.gp.congestion 0.824 \
    top_cells_by_area "dfstp_2 23%, dfrtp_1 21%, edfxtp_1 11%" \
    final.min_clock_period_ns 2.36 \
    max_cap_viol_count 0 \
    die_height_um 79.8 \
    tritoncts "yes" \
    drt_first_iter_violations 41 \
    fin_skew_ns 0.00882 \
    arrival_ns 1.30 \
    vdd_drop_max_mv 0.216 \
    detailroute.via_count 1720 \
    synthToLayoutAreaGrowth_pct 14.2 \
    postSynthSeqShare_pct 54.7 \
    ioPinCount 24 \
    worst-path-buf-inv 1 \
    setup_repair_after_global_routing_missed_its_margin "false" \
    timing.final.hold_violations 0 \
    design.core.area_um2 5680 \
    htreeDepth 2 \
    path_cells "clkdlybuf4s50_1" \
    tightestPinTransition_ns 0.729 \
    post_cts.resized_instances 0 \
    cpLargestDelayFamily "flip-flops" \
    final_layout_top_logic_cell "nand2_1" \
    dpl.hpwl_um 2810 \
    synthFlopType "dfstp_2" \
    grt_overflow_total 0 \
    p_comb_share_pct 17.5 \
    synthDominantCellAreaShare_pct 22.8 \
    critical_path_class "register to output port" \
    swShare_pct 28.1 \
    design_power_total_mw 0.999 \
    count_of_flip_flops_with_a_built_in_enable_after_synthesis 9 \
    critPathCaptureType "output port" \
    drv_slew 0 \
    cts_buffer_depth 2 \
    grt_antenna_before_repair 0 \
    log.warning_count 27 \
    maxSlewHeadroom_pct 51.4 \
    post-route-cell-area_um2 2760 \
    fp_util_pct 42.6 \
    finalCritPeriodShare_pct 44.6 \
    clock_sink_count 50 \
    synth_area_per_cell_um2 10.0 \
    ctsRootBufferMaster "clkbuf_8" \
    antennaDiodeCount 0 \
    wl_per_cell_um 13.2 \
    clock_power_share_pct 28.0 \
    clkSlewWorstSetupHoldPaths_ns 0.10 \
    antenna_violating_nets_left 0 \
    drc_errors 0 \
    synth.yosys.warnings 1 \
    first_global_vias 1583 \
    worst_setup_path_start_kind "register" \
    placement_rows 27 \
    final_layout_size_suffix_gt1_share_pct 15.2 \
    dp_worst_setup_slack_ns 2.86 \
    yosysUniqueCellTypes 44 \
    finalWorstSetupSlack_ns 2.94 \
    port-buffer-count 23 \
    largest_net_degree_at_the_start_of_global_routing 42 \
]
-- power by group through the flow --
stage	clock network (mW)	registers [mW]	logic [mW]
after CTS	0.291	0.546	0.175
after global routing	0.306	0.558	0.200
final	0.280	0.545	0.175
-- final timing paths --
path	start	endpoint	slack, ns	cells after the start
setup / recovery	A007[0]	TX	2.94	1
hold / removal	B001	B002	0.37	0
setup reg to reg	A003[0]	A003[5]	2.95	7
hold reg to reg	B001	B002	0.37	0
max in group asynchronous	rst_n	A009[1]	4.11	2
min in group asynchronous	rst_n	A003[8]	0.80	2
-- cell type report --
| class | instances | area (µm²) |
|---|---|---|
| clock buffers | 5 | 68.8 |
| clock inverters | 3 | 48.8 |
| fillers | 526 | 2910 |
| inverters | 10 | 37.5 |
| multi-input cells | 164 | 962 |
| flip-flops and latches | 50 | 1320 |
| well taps | 72 | 90.1 |
| repair buffers | 24 | 233 |
-- synth_stat cells, drive strengths merged (2+ instances only) --
cell	number
edfxtp	9
nand4	4
buf	11
mux2i	2
a31oi	9
nor3b	3
xnor2	4
nor2	30
nor3	7
o211ai	2
ha	6
clkbuf	6
inv	9
nand2	33
o21a	2
nand3	8
o21ai	9
a311oi	2
nor2b	3
dfrtp	20
a21oi	12
xor2	4
o22ai	2
or3b	2
dfstp	21
a22oi	2
nand2b	4
and3	4
-- state kept, by name (all words and copies together) (netlist names), 4 cells and up --
register / flops
A009: 9
A007: 9
A001: 9
A008: 4
A003: 9
A002: 4
-- per-stage QoR --
step	instances	hold slack, ns
global route	328	0.374
CTS	328	0.371
detailed placement	320	0.356
global placement	320	0.354
floorplan	241	0.345
finish	328	0.367
-- per-layer routing --
| layer | wire length, µm | track usage (%) | up-vias |
|---|---|---|---|
| met1 | 2190 | 23.1 | 819 |
| li1 | - | - | 862 |
| met5 | 0 | 0 | - |
| met2 | 1920 | 22.7 | 32 |
| met3 | 166 | 3.13 | 7 |
| met4 | 42 | 1.96 | 0 |
-- cell families (layout without fill, tap and decap cells) --
group | count (synthesis) | in the layout | synth area share [%]
multiplexers | 2 | 2 | 0.827
buffers and inverters | 27 | 42 | 5.58
XOR/XNOR | 8 | 8 | 2.90
adder cells (fa/ha/maj) | 6 | 6 | 3.10
AND/OR/NAND/NOR | 103 | 103 | 21.4
flip-flops | 50 | 50 | 54.7
AND-OR/OR-AND | 45 | 45 | 11.6
Power figures rest on the tool's default switching activity, not on a simulated workload.
