`flow/config.mk`:
```
export PLATFORM = sky130hd
export DESIGN_NAME = spkr_drv
export DESIGN_NICKNAME = spkr_drv
export VERILOG_FILES = /design/flow/design.v
export SDC_FILE = /design/flow/constraint.sdc
export NUM_CORES = 4
export LEC_CHECK = 1
export CORE_UTILIZATION = 50
```
`flow/constraint.sdc`:
```
current_design spkr_drv

set clk_period 10.4
set clk_io_pct 0.2

create_clock -name clk0 -period $clk_period [get_ports {clk}]

set non_clock_inputs [all_inputs -no_clocks]
set_input_delay [expr $clk_period * $clk_io_pct] -clock clk0 $non_clock_inputs
set_output_delay [expr $clk_period * $clk_io_pct] -clock clk0 [all_outputs]
```
`flow/design.v`:
```
module PDM(
		input clk,
		input rst_n,
		input [15:0] duty,
		output reg PDM,
		output reg PDM_n
		);
	logic [15:0] duty_q, B;
	logic A_gt_B;
	assign A_gt_B = duty_q >= B;
	always_ff @(posedge clk, negedge rst_n) 
		if(!rst_n)
			duty_q <= 0;
		else
			duty_q <= duty;
	always_ff @(posedge clk, negedge rst_n) 
		if(!rst_n)
			B <= 0;
		else
			B <= B + ((A_gt_B ? 16'hffff : 16'h0000) - duty_q);
	always_ff @(posedge clk, negedge rst_n) 
		if(!rst_n)
		begin
			PDM <= 1'b0;
			PDM_n <= 1'b1;
		end
		else
		begin
			PDM <= A_gt_B;
			PDM_n <= ~A_gt_B;
		end
endmodule
module spkr_drv(clk,rst_n,vld,lft_chnnl,rght_chnnl,lft_PDM,
                rght_PDM,lft_PDM_n,rght_PDM_n);
  input clk, rst_n;
  input vld;			 
  input signed [15:0] lft_chnnl;
  input signed [15:0] rght_chnnl;
  output lft_PDM;
  output rght_PDM;
  output lft_PDM_n;
  output rght_PDM_n;
  reg signed [15:0] lft_reg, rght_reg;
  always_ff @(posedge clk, negedge rst_n)
    if (!rst_n) begin
	  lft_reg <= 16'h0000;
	  rght_reg <= 16'h0000;
	end else if (vld) begin
	  lft_reg <= lft_chnnl ^ 16'h8000;		 
	  rght_reg <= rght_chnnl ^ 16'h8000;	 
	end
  PDM iLft(.clk(clk),.rst_n(rst_n),.duty(lft_reg),.PDM(lft_PDM),.PDM_n(lft_PDM_n));
  PDM iRght(.clk(clk),.rst_n(rst_n),.duty(rght_reg),.PDM(rght_PDM),.PDM_n(rght_PDM_n));
endmodule
```
`flow/run.sh`:
```
#!/bin/bash
# OpenROAD 26Q1-2900-gdf79404cd8, Yosys 0.63+post, stock flow scripts
make -C /OpenROAD-flow-scripts/flow DESIGN_CONFIG=/design/flow/config.mk WORK_HOME=/design/flow/orfs finish
```
==> flow_summary_export.csv <==
group,metric,value,unit
job,max_cap_viol_count,0,
floorplan,die_h,109,µm
grt,first_global_vias,3487,
yosys,ys_cells,479,
yosys,seq_area_frac_synth,43.8,%
clock_tree,cts_setup_buffers,0,
critical_path,path_delay_family,"AND-OR/OR-AND gates",
final_timing,setup_tns,0,ns
grt,grt_max_degree,60,
grt,grt_overflow,0,
final_timing,fmax,0.231,GHz
final_timing,fin_crit_sh,41.6,%
worst_hold_path,hold_path_depth,0,
layout,area_growth,15.1,%
clock_tree,numCtsBuffers,9,
yosys,syn_avg_cell_area,11.9,µm²
layout,utilization,59.9,%
yosys,ys_area,5710,µm²
final_timing,period_minus_slack,4.33,ns
clock_tree,hold_buffers,0,
final_timing,fin_skew,0.00750,ns
critical_path,cp_num_cells,15,
place,gp_congestion,0.854,
final_timing,setup_viol,0,
final_timing,rsz0062_at_grt,"no",
critical_path,worst-path-buf-inv,2,
floorplan,pin_count,39,
detailed_routing,wl,9290,µm
critical_path,cp_max_fo,8,
clock_tree,htreeDepth,3,
floorplan,die_w,109,µm
outcome,outcome,"finished, final reports clean",
floorplan,die-area,11900,µm²
floorplan,coreArea,11000,µm²
yosys,yosys_warnings,2,
critical_path,required,10.67,ns
critical_path,startpoint_type,"flip-flop",
yosys,syn_inst,479,
clock_tree,cts_resized,0,
final_timing,hold_slack,0.371,ns
critical_path,timing_worst_setup_path_type,"reg2reg",
yosys,ys_types,42,
critical_path,cpPeakStageDelay,0.55,ns
final_timing,worst_slack,6.07,ns
final_timing,finalHoldViolations,0,
yosys,synth_flop_count,100,
final_timing,worstMarginPinSlew,0.739,ns
place,hpwl,6750,µm
final_timing,slew_viol_final,0,
floorplan,std_cell_rows,38,
place,portBuffers,38,
clock_tree,clkTransAtPathRegs,0.07,ns
clock_tree,clockBufferDepth,2,
grt,antenna_found_initial,0,
detailed_routing,drc,0,
detailed_routing,num_vias,3432,
final_timing,relSlewSlack,50.7,%
critical_path,worst_ep_arrival_time,4.59,ns
floorplan,fp_util,52.0,%
grt,grt_pass1_wl,16400,µm
critical_path,r2r_cells,15,
place,pre_cts_ws,6.07,ns
job,warnings,27,
yosys,netlist_area,5710,µm²
detailed_routing,final_antenna_net_count,0,
detailed_routing,antenna_cells,0,
clock_tree,cts_sinks,100,
clock_tree,clk_latency,0.35,ns
critical_path,cp_slowest_cell,"fa_1",
detailed_routing,first_pass_iters,4,
clock_tree,cts_tree,"done",
critical_path,cp-end-kind,"flip-flop",
clock_tree,cts-root-buf,"clkbuf_16",
critical_path,path_common_cell,"a21oi_1",
detailed_routing,viasPerCell,5.10,
layout,drive_above_1_share,11.4,%
detailed_routing,routedWlPerCell,13.8,µm
critical_path,path_cells,"inv_1, ha_1, and3_1, o21ai_0, a21oi_1, a211oi_4, inv_1, fa_1, fa_1, a21oi_1, o221ai_1, a21oi_1, o211ai_1, a21oi_1, xnor2_1",
detailed_routing,first_iter_violations,93,
worst_hold_path,min_path_type,"reg2reg",
grt,grt_usage,18.9,%
layer usage:
metal / GRT usage, % / vias to the layer above / wire length, µm
li1: - / 1706 / -
met2: 26.6 / 69 / 3860
met1: 32.2 / 1650 / 4840
met5: 0 / - / 0
met3: 4.88 / 7 / 475
met4: 2.03 / 0 / 115
final cells by class:
| class | count | area, µm² |
|---|---|---|
| fill | 874 | 4410 |
| multi-input combinational | 296 | 2900 |
| sequential | 100 | 2500 |
| timing repair buffer | 42 | 408 |
| inverter | 79 | 297 |
| clock buffer | 9 | 225 |
| tap | 140 | 175 |
| clock inverter | 7 | 67.6 |
cell usage after synthesis:
master     count  area, µm²
dfrtp_1       98       2450
inv_1         79        297
ha_1          64        801
a21oi_1       31        155
fa_1          30        601
mux2_2        30        338
xnor2_1       24        210
nand2_1       14       52.6
nor2_1        14       52.6
xor2_1        10       87.6
a21o_1         9       67.6
o21ai_0        8       40.0
o21bai_1       7       52.6
o211ai_1       5       37.5
o21a_1         5       37.5
clkbuf_1       4       15.0
nand4_1        4       25.0
nor3_1         4       20.0
o21ai_1        4       20.0
a21oi_2        3       26.3
nand3_1        3       15.0
nor2b_1        3       18.8
a2111oi_0      2       17.5
a21boi_0       2       15.0
and4_1         2       17.5
dfstp_2        2       52.6
mux2i_1        2       20.0
o221ai_1       2       17.5
a2111oi_4      1       27.5
a211oi_1       1       7.51
a211oi_4       1       20.0
a31oi_1        1       6.26
and3_1         1       6.26
nand2b_1       1       6.26
nand2b_4       1       13.8
nand3b_1       1       7.51
o221ai_2       1       15.0
o22ai_1        1       6.26
o31ai_1        1       7.51
o31ai_2        1       12.5
o41ai_1        1       8.76
or2_1          1       6.26
path summary, 6_finish.rpt:
kind,startpoint,to,slack (ns)
setup / recovery,iLft.B[10],iLft.B[10],6.07
hold / removal,lft_reg[7],iLft.duty_q[7],0.37
setup reg to reg,iLft.B[10],iLft.B[10],6.07
hold reg to reg,lft_reg[7],iLft.duty_q[7],0.37
max in group asynchronous,rst_n,iLft.PDM_n,7.55
min in group asynchronous,rst_n,rght_reg[5],1.80
logic make-up after synthesis:
logic type | after synthesis | share of synthesized area [%]
AOI/OAI and AO/OA | 87 | 10.5
xor gates and xnor gates | 34 | 5.21
adders and majority gates | 94 | 24.5
buffers and inverters | 83 | 5.45
DFF | 100 | 43.8
muxes | 32 | 6.26
and+or+nand+nor | 49 | 4.23
placed cells by master (no fill, tap or decap), types with 2 or more instances in the layout:
master and count:
nand2_1 14, a21oi_1 31, nand3_1 3, clkdlybuf4s50_1 37, ha_1 64, xnor2_1 24, fa_1 30, a2111oi_0 2
nor2b_1 3, o21a_1 5, a21oi_2 3, buf_4 5, clkinvlp_4 3, a21o_1 9, mux2i_1 2, nand4_1 4
dfrtp_1 98, nor2_1 14, nor3_1 4, clkinv_2 3, inv_1 79, o211ai_1 5, xor2_1 10, a21boi_0 2
mux2_2 30, o21ai_1 4, dfstp_2 2, and4_1 2, o221ai_1 2, o21bai_1 7, o21ai_0 8, clkbuf_16 9
stage by stage:
step                cell area, µm²  cells
finish                        6570    673
global route                  6570    673
CTS                           6570    673
detailed placement            6280    657
global placement              6280    657
floorplan                     5710    479
