==> design.v <==
module A2D_intf(
		input clk,
		input rst_n,
		input strt_cnv,
		input [2:0] chnnl,
		input MISO,
		output MOSI,
		output SCLK,
		output SS_n,
		output reg cnv_cmplt,
		output [11:0] res
		);
	logic finish, snd, done;
	logic [15:0] cmd, resp;
	typedef enum logic [1:0] {IDLE, SETC, WAIT, RECV} state_t;
	state_t state, nxt_state;
	always_ff @(posedge clk, negedge rst_n)
		if(!rst_n)
			cnv_cmplt = 0;
		else if(strt_cnv)
			cnv_cmplt = 0;
		else if(finish)
			cnv_cmplt = 1;
	always_ff @(posedge clk, negedge rst_n)
		if(!rst_n)
			state = IDLE;
		else
			state = nxt_state;
	always_comb begin
		nxt_state = state;
		snd = 0;
		finish = 0;
		case(state)
			IDLE: if(strt_cnv) begin
				snd = 1;
				nxt_state = SETC;
			end
			SETC: if(done) nxt_state = WAIT;
			WAIT: nxt_state = RECV;
			RECV: if(done) begin
				finish = 1;
				nxt_state = IDLE;
			end
		endcase
	end
	SPI_mnrch spi_driver(.rst_n(rst_n), .clk(clk), .cmd(cmd), .snd(snd), .done(done), .resp(resp), .SS_n(SS_n), .SCLK(SCLK), .MOSI(MOSI), .MISO(MISO));
	assign res = resp[11:0];
	assign cmd = {2'b00, chnnl, 11'd0};
endmodule
module SPI_mnrch(
		input wire snd,
		input wire [15:0] cmd,
		input wire MISO,
		input wire clk,
		input wire rst_n,
		output reg done,
		output wire [15:0] resp,
		output reg SS_n,
		output wire SCLK,
		output wire MOSI
		);
	logic ld_SCLK, full, init, done16, set_done;
	logic [4:0] clk_counter;
	assign SCLK = clk_counter[4];
	assign full = &clk_counter;
	always_ff @(posedge clk)
		clk_counter <= ld_SCLK ? 5'b10111 : clk_counter + 1;
	logic [15:0] shift_reg;
	logic en_shift;
	assign en_shift = clk_counter == 5'b10001;
	assign resp = shift_reg;
	assign MOSI = shift_reg[15];
	always @(posedge clk, negedge rst_n)
		if(!rst_n)
			shift_reg <= 0;
		else if(init)
			shift_reg <= cmd;
		else if(en_shift)
			shift_reg <= {shift_reg[14:0], MISO}; 
	logic [4:0] bit_cntr;
	assign done16 = bit_cntr[4];
	always_ff @(posedge clk)
		if(init)
			bit_cntr <= 5'b00000;
		else if(en_shift)
			bit_cntr <= bit_cntr + 1;
	always @(posedge clk, negedge rst_n) begin 
		if(!rst_n) begin
			SS_n <= 1'b1;
			done <= 1'b0;
		end
		else begin if(init) begin
			SS_n <= 1'b0;
			done <= 1'b0;
		end else
		if(set_done) begin
			SS_n <= 1'b1;
			done <= 1'b1;
		end
		end
	end
	typedef enum logic [1:0] {IDLE, WAIT, DONE} state;
	state cur_state, next_state; 
	always_ff @(posedge clk, negedge rst_n)
		if(!rst_n) cur_state <= IDLE;
		else cur_state <= next_state;
	always_comb begin 
		init = 1'b0;
		set_done = 1'b0;
		ld_SCLK = 1'b0;
		next_state = cur_state;
		case (cur_state)
			IDLE: if(~snd) ld_SCLK = 1'b1;
			else begin
				ld_SCLK = 1'b1;
				init = 1'b1;
				next_state = WAIT;
			end
			WAIT: if(done16) next_state = DONE;
			DONE: if(full) begin
				set_done = 1'b1;
				ld_SCLK = 1'b1;
				next_state = IDLE;
			end
			default: next_state = IDLE;
		endcase
	end
endmodule
module slide_intf(
		input wire rst_n,
		input wire clk,
		input wire MISO,
		output wire MOSI,
		output wire SCLK,
		output wire SS_n,
		output reg[11:0] VOLUME,
		output reg[11:0] POT_LP,
		output reg[11:0] POT_B1,
		output reg[11:0] POT_B2,
		output reg[11:0] POT_B3,
		output reg[11:0] POT_HP
		);
	logic vo, lp, b1, b2, b3, hp;
	logic [2:0] chnnl, nxt_chnnl;
	logic [11:0] res;
	logic strt_cnv, cnv_cmplt;
	typedef enum logic [1:0]{IDLE, CONV1, CONV2} state_t;
	state_t state, nxt_state;
	A2D_intf a2d(.strt_cnv(strt_cnv), .clk(clk), .rst_n(rst_n), .chnnl(chnnl), .cnv_cmplt(cnv_cmplt), .res(res), .SS_n(SS_n), .SCLK(SCLK), .MOSI(MOSI), .MISO(MISO));
	always_ff @(posedge clk, negedge rst_n)
		if(!rst_n) begin
			VOLUME <= 0;
			POT_LP <= 0;
			POT_B1 <= 0;
			POT_B2 <= 0;
			POT_B3 <= 0;
			POT_HP <= 0;
		end
		else if(vo) VOLUME <= res;
		else if(lp) POT_LP <= res;
		else if(b1) POT_B1 <= res;
		else if(b2) POT_B2 <= res;
		else if(b3) POT_B3 <= res;
		else if(hp) POT_HP <= res;
	always_ff @(posedge clk, negedge rst_n)
		if(!rst_n)begin
			state <= IDLE;
			chnnl <= 3'b111;
		end
		else begin
			state <= nxt_state;
			chnnl <= nxt_chnnl;
		end
	always_comb begin
		vo = 0;
		lp = 0;
		b1 = 0;
		b2 = 0;
		b3 = 0;
		hp = 0;
		nxt_state = state;
		nxt_chnnl = chnnl;
		strt_cnv = 0;
		case(state)
			IDLE: begin  
				strt_cnv = 1;
				nxt_state = CONV1;
			end
			CONV1: if(cnv_cmplt)begin  
				nxt_state = CONV2;
				strt_cnv = 1;
			end
			CONV2: if(cnv_cmplt)begin  
				nxt_chnnl = chnnl == 3'b100 ? 3'b111 : chnnl + 1; 
				nxt_state = IDLE;
				vo = chnnl == 3'b111;
				lp = chnnl == 3'b001;
				b1 = chnnl == 3'b000;
				b2 = chnnl == 3'b100;
				b3 = chnnl == 3'b010;
				hp = chnnl == 3'b011;
			end
		endcase	
	end
endmodule
==> run.sh <==
#!/bin/bash
# OpenROAD 26Q1-2900-gdf79404cd8, Yosys 0.63+post, stock flow scripts
make -C /OpenROAD-flow-scripts/flow DESIGN_CONFIG=/design/flow/config.mk WORK_HOME=/design/flow/orfs finish
==> config.mk <==
export PLATFORM = sky130hd
export DESIGN_NAME = slide_intf
export DESIGN_NICKNAME = slide_intf
export VERILOG_FILES = /design/flow/design.v
export SDC_FILE = /design/flow/constraint.sdc
export NUM_CORES = 4
export LEC_CHECK = 1
export CORE_UTILIZATION = 50
==> constraint.sdc <==
current_design slide_intf

set clk_period 5.0
set clk_io_pct 0.2

create_clock -name clk0 -period $clk_period [get_ports {clk}]

set non_clock_inputs [all_inputs -no_clocks]
set_input_delay [expr $clk_period * $clk_io_pct] -clock clk0 $non_clock_inputs
set_output_delay [expr $clk_period * $clk_io_pct] -clock clk0 [all_outputs]
==> notes.md <==
With the total via count after detailed routing at 2,843, the count of antenna diodes in the layout is 0. The highest clock rate this design can be run at is 0.403 GHz. The number of max-capacitance violations reported is 0, and the average size of a mapped cell is 13.6 µm². For the final-report max-slew violation count, the log shows 0. The root buffer cell chosen for the clock tree is clkbuf_8. Synthesis instantiated 41 different standard cells from the library.

The final layout reports a setup TNS of 0 ns. Summing all flip-flop and latch instances after layout gives 2810 µm². Grouping stages by cell kind, the critical path spends the most delay in flip-flops. The worst setup path is captured at a primary output. Per the OpenROAD floorplan log, the area of the die is 9450 µm². According to the dpl log, the detail-placed design has an HPWL of 5.69 mm. The tools report the clock latency of the later-clocked register in the worst-skew pair as 0.50 ns. The fraction of the yosys area taken by sequential cells was 0.620.

The commonest register cell is dfrtp_1. The register with the most flip-flops in the layout has 16 of them. Per the timing report, the most critical flop-to-flop path finishes at POT_B1[7]. The run gives 2,953 as the via count of the first global-routing pass. The run finished with clean final reports. The number of buffers and inverters on the critical path works out to 1. Once synthesis finished, the tally of register bits stood at 114.

The async set or reset register ratio after synthesis is 0.912. The worst setup path is of the reg2out kind. The final critical-path share of the clock period was 0.496. The run gives 0.425 as the worst-case headroom to the max-slew limit. The largest individual stage delay along the critical path comes from the cell dfstp_2. Gates resized during post-CTS repair numbered 0.

Note that the worst hold path type here is reg2reg. The tools report the total global-route track usage as 0.213. The final number of setup-violating endpoints came out at 0. The worst setup path is launched from a flop. In this run the most critical hold path is launched from a2d.spi_driver.clk_counter[0].

The startpoint of the most critical setup path was a2d.spi_driver.SS_n. The final timing report lists a hold violation count of 0. In the final routed layout, each cell accounts on average for 16.5 µm. For the post-route DRC violation count, the log shows 0. The worst-case reg-to-reg setup slack stands at 2.59 ns.

The post-CTS hold buffer count recorded in the log is 0. The run gives 597 for the number of filler instances in the final layout. Per the placement log, port buffering inserted 77 buffers. TritonCTS built the clock tree.

Per the layout area report, the combinational gate area comes to 1640 µm². The synthesis report lists the most area-consuming cells as dfrtp_1 54%, mux2_2 15%, dfxtp_1 4.4%. The clock transition time at the flip-flop clock pins of the worst setup and hold paths was 0.06 ns; the gate count of the mapped netlist was 333. The final timing report lists clock skew as 0.0125 ns. The library cell occupying the most area in the post-synthesis netlist is dfrtp_1. The length in cells of the worst reg-to-reg path was 6; the die span in y was 97.2 µm.

The transition time recorded at the tightest slew-check pin is 0.860 ns. The run gives 0.53 ns for the biggest cell delay along the critical path. The total congestion overflow came out at 0. In the post-synthesis netlist, the cell with the most instances is dfrtp_1. The count of cells along the worst hold path is 1. The analysis attributes to cell leakage a power of 2.86 nW. The largest vdd supply drop is 0.000312 V, and the maximum fanout along the worst path is 2. Number of standard cells reported by yosys: 333. Per the OpenROAD floorplan log, the area of the core is 8760 µm². Setup repair after global routing left no endpoint under its margin. The number of antenna violations at the first check in global routing was 0; the horizontal die dimension was 97.2 µm. The run gives 0.846 as the weighted congestion reported at the end of routability-driven placement. The routed design shows a via density per instance of 5.24. In the synthesis report, Yosys lists the chip area as 4530 µm². The first-pass GRT wire length is 15.2 mm, and the floorplan row count is 34. Hold analysis lists the worst path endpoint as a2d.spi_driver.clk_counter[0]. OpenROAD emitted warnings numbering 31. The count of nets left with antenna violations once routing finished came out at 0. The cell area that synthesis handed to floorplanning was 4530 µm². For the maximum number of buffers from clock root to sink, the log shows 2. The total clock buffers created by CTS came out at 17. The tools report the start of the worst register-to-register path as chnnl[0]. Relative to the synthesized area, the layout overhead comes to 34.3%.

The share of post-route cells with drive strength above 1 is 0.283, and the sum of internal, switching and leakage power is 2.25 mW. For this run, the detailed router's first-pass iteration total came to 4. Fraction of synthesized cell area taken by the top area cell type: 0.535. Sorting the synthesized cells by how often they occur yields 97 x dfrtp_1, 61 x mux2_2, 42 x nand2_1. Post-CTS timing repair inserted 0 buffers for setup. In this run the number of H-tree levels came out at 4. Listed in order, past its start point the critical path passes clkdlybuf4s50_1. TritonCTS reports the number of clock sinks as 114. The warning tally printed by Yosys for this design is 3.

Data arrives at the worst endpoint at 1.48 ns. In this run, synthesis inferred 0 flip-flops with an integrated enable. The data required time reported for the critical path is 4.00 ns. The pin count of the biggest net entering global routing is 56. 78 I/O pins were placed.

The shortest clock period the worst path allows after layout is 2.48 ns, and the total length of routed wires is 8.94 mm. The number of violations reported at the end of detailed-routing iteration 0 is 117, and the power density over the cells is 369 nW/µm². The tools report the starting density of the core as 0.517.
[power by group]
part           internal (mW)  switching, mW
sequential             0.923        0.00214
clock                  0.900          0.405
combinational        0.00222         0.0161
total                   1.83          0.423
[per-layer routing]
metal	part of all wire	global-route usage	wire length [µm]
met5	0	0	0
met4	0.0088	0.0260	79
met3	0.050	0.0512	448
met2	0.48	0.329	4280
met1	0.46	0.341	4130
[stage by stage]
stage               hold WS [ns]   util  worst slack [ns]  cell area (µm²)  std cells
finish                     0.420  0.695              2.52             6090        543
global route               0.447  0.695              2.43             6090        543
CTS                        0.425  0.695              2.50             6090        543
detailed placement         0.411  0.620              2.56             5430        511
global placement           0.404  0.620              2.59             5430        511
floorplan                  0.392      -              2.96             4530        333
[worst max path at each step]
stage	end	slack (ns)	cells after the start
6_report	SS_n	2.52	1
5_1_grt	POT_B1[1]	2.43	6
4_1_cts	SS_n	2.50	1
[layout by cell type, fill, tap and decap left out, types with 4 or more instances in the layout]
| cell | synthesis | routed |
|---|---|---|
| dfstp_2 | 7 | 7 |
| clkdlybuf4s50_1 | 0 | 76 |
| mux2_2 | 61 | 61 |
| clkbuf_8 | 0 | 4 |
| nand2_1 | 42 | 42 |
| dfrtp_1 | 97 | 97 |
| o21ai_0 | 7 | 7 |
| buf_4 | 0 | 6 |
| nor2_1 | 9 | 9 |
| clkinv_4 | 1 | 4 |
| bufinv_16 | 0 | 5 |
| xnor2_1 | 4 | 4 |
| ha_1 | 10 | 10 |
| a21oi_1 | 19 | 19 |
| dfxtp_1 | 10 | 10 |
| mux2_4 | 10 | 10 |
| clkbuf_16 | 0 | 16 |
| inv_1 | 9 | 9 |
[layout make-up]
| type | count | share of cell area |
|---|---|---|
| clock buffers | 20 | 0.0748 |
| clock inverters | 12 | 0.0335 |
| inverters | 10 | 0.00699 |
| multi-input cells | 197 | 0.269 |
| flip-flops and latches | 114 | 0.462 |
| well taps | 108 | 0.0222 |
| repair buffers | 82 | 0.132 |
[cells by family (layout without fill, tap and decap cells)]
kind of cell    Yosys count  in the layout  share of synthesized area
compound gates           34             34                     0.0469
xor+xnor                  6              6                     0.0116
fa+ha+maj                10             10                     0.0276
buf+inv                  22            124                     0.0226
flops                   114            114                      0.620
mux                      76             76                      0.196
simple gates             71             71                     0.0751
Power figures rest on the tool's default switching activity, not on a simulated workload.
